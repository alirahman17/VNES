[flow/constraint.sdc]
current_design wram

set clk_period 356.5
set clk_io_pct 0.2

create_clock -name clk0 -period $clk_period [get_ports {clk}]

set non_clock_inputs [all_inputs -no_clocks]
set_input_delay [expr $clk_period * $clk_io_pct] -clock clk0 $non_clock_inputs
set_output_delay [expr $clk_period * $clk_io_pct] -clock clk0 [all_outputs]
[flow/config.mk]
export PLATFORM = sky130hd
export DESIGN_NAME = wram
export DESIGN_NICKNAME = wram
export VERILOG_FILES = /design/flow/design.v
export SDC_FILE = /design/flow/constraint.sdc
export NUM_CORES = 4
export LEC_CHECK = 1
export CORE_UTILIZATION = 30
export SYNTH_MEMORY_MAX_BITS = 65536
[flow/design.v]
`timescale 1ns / 1ps
module synch_ram
#(
  parameter ADDR_WIDTH = 6,
  parameter DATA_WIDTH = 8
)
(
  input  wire                  clk,
  input  wire                  write_en,
  input  wire [ADDR_WIDTH-1:0] addr,
  input  wire [DATA_WIDTH-1:0] data_in,
  output wire [DATA_WIDTH-1:0] data_out
);
reg [DATA_WIDTH-1:0] ram [2**ADDR_WIDTH-1:0];
reg [ADDR_WIDTH-1:0] q_addr;
always @(posedge clk)
  begin
    if (write_en)
        ram[addr] <= data_in;
    q_addr <= addr ;
  end
assign data_out = ram[q_addr];
endmodule
`timescale 1ns / 1ps
module wram
(
  input  wire         clk,    
  input  wire         enable,     
  input  wire         rw_select,   
  input  wire  [10:0] addr_in,      
  input  wire  [ 7:0] data_in,      
  output wire  [ 7:0] data_out      
);
wire       wram_bram_write_en;
wire [7:0] wram_bram_data_out;
synch_ram #(.ADDR_WIDTH(11),
                       .DATA_WIDTH(8)) wram_bram(
  .clk(clk),
  .write_en(wram_bram_write_en),
  .addr(addr_in),
  .data_in(data_in),
  .data_out(wram_bram_data_out)
);
assign wram_bram_write_en = (enable) ? ~rw_select       : 1'b0;
assign data_out        = (enable) ? wram_bram_data_out : 8'h00;
endmodule
[flow/run.sh]
#!/bin/bash
# OpenROAD 26Q1-2900-gdf79404cd8, Yosys 0.63+post, stock flow scripts
make -C /OpenROAD-flow-scripts/flow DESIGN_CONFIG=/design/flow/config.mk WORK_HOME=/design/flow/orfs finish
==> reports/results.txt <==
CP endpoint kind -> output pin
power per cell area -> 5.522 nW/um^2
pins over their slew limit -> 0
post-synthesis mux area share -> 15.53%
drt drc -> 0
die area -> 2123000 sq um
Min-Delay Path Depth -> 1
Setup Viol. Count Final -> 0
die height -> 1.457 mm
CTS Hold Bufs -> 0
HP Class -> primary input to flop
Yosys reg bits -> 16395
Synth top area share -> 77.45%
CTS tree -> yes
Critical Path Source Type -> primary input
period utilisation layout -> 40.75%
EDFF count, synth -> 16384
Worst Tran Pin Value -> 1452 ps
Clock Tree Root -> clkbuf_16
biggest regs -> wram_bram.ram: 16384 flops
number of cells in Yosys stat -> 29826
max FFs per register -> 16384
GP Congestion -> 0.9032
Routed Antenna Nets -> 0
WP data required -> 285200 ps
max_cap viols -> 0
routed wire length per instance -> 31.98 um
first-pass GRT wire length -> 2699 mm
CORE AREA -> 2113000 sq um
Leak -> 220.5 nW
area added between synthesis and finish -> 14.35%
ys flop type -> edfxtp_1
DR pass1 iterations -> 8
DRT iter0 DRCs -> 22173
OpenROAD warnings -> 98
Place WS -> 211120 ps
Synth Seq Share -> 77.49%
Post-CTS Setup Bufs -> 0
Top non-seq family -> multiplexers
status -> completed
area fraction in xor and xnor cells -> 0%
Final min period -> 145270 ps
Cell variety after synth -> 89
Slew headroom -> 2.145%
slowest cell delay on critical path -> 580 ps
routed wire length -> 1951 mm
Rows -> 534
Top reg by flops -> wram_bram.ram
asr flop ratio synth -> 0%
vias in the first global route -> 349036
post_cts resized -> 0
clock sinks -> 16395
Gate Count Post-Synth -> 29826
Mapped Area -> 635200 sq um
top post-synthesis cells by count -> edfxtp_1 (16384), mux4_2 (3740), nor2_1 (2245)
Die X -> 1.457 mm
Vias -> 315821
CTS Buffer Depth -> 6
setup_tns -> 0 ps
Yosys warning total -> 1
Hold EP -> wram_bram.ram[140][2]$_DFFE_PP_
total CTS buffers -> 1688
chip area in the Yosys report -> 635200 sq um
FMAX -> 6.884 MHz
boundary pin count -> 30
ratio of cells with drive above 1 in the final layout -> 24.28%
syn_area_per_cell -> 21.30 sq um
initial antenna violation count -> 243
adder share -> 0%
and+or+nand+nor area frac -> 2.488%
RSZ-0062 raised after global routing -> false
top cells, area -> edfxtp_1 (77%), mux4_2 (13%), mux2i_1 (2.1%)
area leader, netlist -> edfxtp_1
final hold viol count -> 0
Pre-Place Util -> 30.07%
crit path kind -> primary input to output pin
cell mode on critical path -> buf_4
slowest stage cell, crit path -> a31oi_4
detailed-route vias per instance -> 5.176
hold_sp -> data_in[2]
largest net degree at the start of global routing -> 143
gr usage total -> 19.55%
crit-path cells -> clkdlybuf4s50_1 -> buf_4 -> o41ai_2 -> buf_4 -> a31oi_4 -> buf_4 -> clkdlybuf4s50_1
gr ovfl total -> 0
PnR worst setup slack -> 211230 ps
Worst Path Arrival -> 73970 ps
critical-path maximum fanout -> 10
port buffer count -> 29
VDD IR max -> 0.000004507 V
yosys aoi share -> 2.728%
clock slew at reported path FFs -> 60 ps
Synth top cell by count -> edfxtp_1
DP HPWL -> 1255 mm
H-tree Lvls -> 7
==> where the power goes <==
group / switching [mW] / leakage [nW] / internal (mW) / total (mW)
sequential: 0.000800 / 147 / 2.12 / 2.12
combinational: 0.147 / 47.9 / 0.0641 / 0.211
clock: 0.715 / 25.4 / 0.963 / 1.68
total: 0.863 / 221 / 3.15 / 4.01
==> per-stage QoR <==
step / total power [mW] / instance area (sq um) / util (%) / cells / hold slack (ps)
floorplan: 2.260 / 635200 / - / 29826 / 71330
global placement: 2.367 / 673300 / 31.87 / 57561 / 71800
detailed placement: 2.370 / 673300 / 31.87 / 57562 / 71820
CTS: 4.028 / 725200 / 34.33 / 60553 / 70380
global route: 4.112 / 725700 / 34.35 / 60773 / 70400
finish: 4.011 / 726300 / 34.38 / 61011 / 70450
==> cell type report <==
| type | count | area [sq um] |
|---|---|---|
| Fill cell | 191696 | 1386000 |
| Sequential cell | 16395 | 492200 |
| Multi-Input combinational cell | 11466 | 133400 |
| Clock buffer | 2014 | 43720 |
| Tap cell | 28140 | 35210 |
| Timing Repair Buffer | 1552 | 12440 |
| Clock inverter | 977 | 8125 |
| Antenna cell | 458 | 1146 |
| Inverter | 9 | 66.31 |
==> kinds of logic (layout without fill, tap and decap cells) <==
group           count (synthesis)  in the layout
flops                       16395          16395
simple gates                 3778           3778
mux                          5170           5170
compound gates               2518           2518
other cells                     0            458
buf+inv                      1965           4552
==> worst max-delay path, delay by kind of cell <==
family	cells	cell delay, ps
buf+inv	5	1770
compound gates	2	810
==> worst max path at each step <==
| stage | startpoint | to | slack [ps] | cells past startpoint |
|---|---|---|---|---|
| 4_1_cts | enable | data_out[6] | 211110 | 7 |
| 5_1_grt | enable | data_out[0] | 211120 | 7 |
| 6_report | enable | data_out[6] | 211230 | 7 |
==> placed cells by master (no fill, tap or decap), types with 397 or more instances in the layout <==
cell,n
a21oi_1,494
clkinv_1,429
nand2_1,756
diode_2,458
buf_4,1477
a22oi_1,397
mux4_2,3740
clkbuf_16,1700
nor2_1,2220
mux2i_1,1343
edfxtp_1,16384
==> routing by layer <==
metal | GRT usage, % | share of wire [%] | vias up | wire [um]
li1 | - | - | 128050 | -
met1 | 17.15 | 27 | 159477 | 528300
met2 | 27.67 | 45 | 23566 | 871400
met3 | 19.93 | 22 | 4332 | 431500
met4 | 9.300 | 5.7 | 396 | 111100
met5 | 4.068 | 0.45 | - | 8757
No activity file was given, so power comes from the tool's default toggle rates.
