**config.mk**
```make
export PLATFORM = sky130hd
export DESIGN_NAME = vram
export DESIGN_NICKNAME = vram
export VERILOG_FILES = /design/flow/design.v
export SDC_FILE = /design/flow/constraint.sdc
export NUM_CORES = 4
export LEC_CHECK = 1
export CORE_UTILIZATION = 40
export SYNTH_MEMORY_MAX_BITS = 65536
```
**constraint.sdc**
```tcl
current_design vram

set clk_period 445.6
set clk_io_pct 0.2

create_clock -name clk0 -period $clk_period [get_ports {clk}]

set non_clock_inputs [all_inputs -no_clocks]
set_input_delay [expr $clk_period * $clk_io_pct] -clock clk0 $non_clock_inputs
set_output_delay [expr $clk_period * $clk_io_pct] -clock clk0 [all_outputs]
```
**design.v**
```verilog
`timescale 1ns / 1ps
module synch_ram
#(
  parameter ADDR_WIDTH = 6,
  parameter DATA_WIDTH = 8
)
(
  input  wire                  clk,
  input  wire                  write_en,
  input  wire [ADDR_WIDTH-1:0] addr,
  input  wire [DATA_WIDTH-1:0] data_in,
  output wire [DATA_WIDTH-1:0] data_out
);
reg [DATA_WIDTH-1:0] ram [2**ADDR_WIDTH-1:0];
reg [ADDR_WIDTH-1:0] q_addr;
always @(posedge clk)
  begin
    if (write_en)
        ram[addr] <= data_in;
    q_addr <= addr ;
  end
assign data_out = ram[q_addr];
endmodule
`timescale 1ns / 1ps
module vram
(
  input  wire         clk,    
  input  wire         enable,     
  input  wire         rw_select,   
  input  wire  [10:0] addr_in,      
  input  wire  [ 7:0] data_in,      
  output wire  [ 7:0] data_out      
);
wire       vram_bram_write_en;
wire [7:0] vram_bram_data_out;
synch_ram #(.ADDR_WIDTH(11),
                       .DATA_WIDTH(8)) vram_bram(
  .clk(clk),
  .write_en(vram_bram_write_en),
  .addr(addr_in),
  .data_in(data_in),
  .data_out(vram_bram_data_out)
);
assign vram_bram_write_en = (enable) ? ~rw_select       : 1'b0;
assign data_out        = (enable) ? vram_bram_data_out : 8'h00;
endmodule
```
**run.sh**
```bash
#!/bin/bash
# OpenROAD 26Q1-2900-gdf79404cd8, Yosys 0.63+post, stock flow scripts
make -C /OpenROAD-flow-scripts/flow DESIGN_CONFIG=/design/flow/config.mk WORK_HOME=/design/flow/orfs finish
```
==> impl_metrics.py <==
# Generated from Yosys and OpenROAD reports
metrics = {
    "yosys": {
        "synth.distinct_cells": 89,
        "yosys_area_um2": 635000,
        "library_cell_with_the_highest_instance_count_after_synthesis": "edfxtp_1",
        "yosys_cells": 29800,
        "yosysWarnings": 1,
        "avgSynthCellArea_um2": 21.3,
        "synth_top_cell_by_area": "edfxtp_1",
        "synth_flops": 16400,
        "area_leaders": "edfxtp_1, mux4_2, mux2i_1, nor2_1, clkbuf_1",
        "yosysTopAreaCellShare_pct": 77.5,
        "post_synth_tally_of_flip_flops_with_integrated_enable": 16400,
        "synth_seq_share_pct": 77.5,
        "dominantRegCellSynth": "edfxtp_1",
        "synthesis.area_um2": 635000,
        "ys_top_cells_by_count": "edfxtp_1, mux4_2, nor2_1",
        "postSynthCellCount": 29800,
        "synthArstFlopShare_pct": 0,
    },
    "final_timing": {
        "finalMaxSlewViolations": 0,
        "max_freq_ghz": 0.00552,
        "final.min_clock_period_ns": 181.16,
        "tightest_slew_ns": 1.34,
        "setup_viol_count_final": 0,
        "timing.final.crit_share_pct": 40.7,
        "maxSlewHeadroom_pct": 8.25,
        "grt_setup_unrepaired": "no",
        "timing.final.hold_violations": 0,
        "finalWorstSetupSlack_ns": 264.44,
        "fin_tns_setup_ns": 0,
    },
    "critical_path": {
        "cp_num_buf_inv": 5,
        "required_ns": 356.48,
        "worst-endpoint-arrival_ns": 92.04,
        "slowest_delay_ns": 0.77,
        "cp_max_fo": 6,
        "crit_slowest_cell": "a31oi_2",
        "cp-start-kind": "primary input",
        "critical_path_class": "primary input to output pin",
        "critical_path.top_delay_family": "buffers and inverters",
        "cell_seen_most_often_among_critical_path_stages": "buf_4",
        "critPathCaptureType": "output pin",
        "critical_path.cell_chain": "clkdlybuf4s50_1 -> buf_4 -> o41ai_2 -> buf_4 -> a31oi_2 -> buf_4 -> clkdlybuf4s50_1",
    },
    "global_route": {
        "first_global_vias": 344000,
        "grt_remaining_overflow": 0,
        "grt_antenna_before_repair": 217,
        "wire_length_of_the_first_global_routing_pass_mm": 2670,
        "pin_count_of_the_biggest_net_entering_global_routing": 140,
        "track_usage_pct": 26.7,
    },
    "clocking": {
        "cts-htree-levels": 7,
        "cts_hold_buffers_added": 0,
        "cts-resized-gates": 0,
        "clockRootBuffer": "clkbuf_16",
        "clkSinkCount": 16400,
        "post-cts-setup-buffer-count": 0,
        "cts-buffers-inserted": 1689,
        "cts_max_path_buffers": 6,
        "clk_pin_slew_ns": 0.06,
        "clock_tree_from_tritoncts": "done",
    },
    "finish": {
        "layout-drive-gt1-share_pct": 24.2,
        "syn2layout_area_growth_pct": 13.0,
        "number_of_flip_flops_in_the_largest_register": 16400,
        "final-comb-area_um2": 133000,
        "registers_with_the_highest_flip_flop_counts": "vram_bram.ram x16384",
        "fillerInstances": 129000,
        "top_register": "vram_bram.ram",
        "register_area_um2": 492000,
    },
    "route": {
        "vias_per_cell": 5.84,
        "routed_wirelength_mm": 1930,
        "route.detailed.drc": 0,
        "firstDrtPassIters": 7,
        "routed-via-count": 315000,
        "final_antenna_net_count": 0,
        "routed_wire_length_per_instance_um": 35.8,
        "initialDrtViolationCount": 21900,
    },
    "job": {
        "drv.max_cap_violation_count": 0,
        "warning_count": 141,
    },
    "die": {
        "die_w_mm": 1.26,
        "core_region_area_um2": 1580000,
        "chip_area_um2": 1590000,
        "boundaryPins": 30,
        "floorplan.die.height_mm": 1.26,
        "fp-utilization_pct": 40.1,
        "fp-row-count": 462,
    },
    "pwr": {
        "p_sw_share_pct": 21.3,
        "seq_power_share_pct": 52.7,
        "vdd.ir_drop.worst_mv": 0.00365,
        "cell_int_power_mw": 2.53,
        "clockPowerShare_pct": 42.1,
        "power_per_cell_area_nw_per_um2": 4.49,
        "netSwitchingPower_mw": 0.686,
        "static-leakage-power_nw": 221,
        "combinationalPowerShare_pct": 5.2,
    },
    "placed_design": {
        "gp_routability_congestion": 0.913,
        "place.port_buffers": 29,
        "dp_hpwl_mm": 1240,
        "dpl_worst_slack_ns": 264.36,
    },
    "status": {
        "run_status": "completed",
    },
    "worst_hold_path": {
        "hp-class": "primary input to flop",
    },
}
## final timing paths
kind / from / end / slack (ns) / cells after the start
min: data_in[7] / vram_bram.ram[908][7] / 88.22 / 1
max: enable / data_out[6] / 264.44 / 7
## layer usage
metal	part of all wire, %	GRT usage [%]
met1	28	26.8
met4	5.6	11.8
met2	45	37.0
met5	0.49	5.19
met3	21	24.8
## through the flow
| step | instances | utilization, % | instance area, µm² | power (mW) | hold slack, ns |
|---|---|---|---|---|---|
| floorplan | 29800 | - | 635000 | 1.81 | 89.15 |
| finish | 53900 | 45.4 | 718000 | 3.22 | 88.22 |
| global placement | 50500 | 42.0 | 664000 | 1.89 | 89.54 |
| detailed placement | 50500 | 42.0 | 665000 | 1.90 | 89.54 |
| global route | 53600 | 45.3 | 717000 | 3.30 | 88.18 |
| CTS | 53500 | 45.3 | 717000 | 3.23 | 88.11 |
## layout by cell type, fill, tap and decap left out, drive strengths merged, types with 398 or more instances in the layout
| cell | Yosys | final |
|---|---|---|
| clkbuf | 908 | 2063 |
| a21oi | 499 | 499 |
| mux4 | 3740 | 3740 |
| clkinv | 2 | 684 |
| a22oi | 398 | 398 |
| nand2 | 768 | 768 |
| buf | 1048 | 1533 |
| mux2i | 1343 | 1343 |
| nor2 | 2245 | 2245 |
| edfxtp | 16400 | 16400 |
## layout make-up
type | instances | area share, %
inverters | 9 | 0.00959
clock buffers | 2063 | 6.16
well taps | 21100 | 3.68
multi-input cells | 11500 | 18.6
repair buffers | 1554 | 1.74
flip-flops and latches | 16400 | 68.6
diodes | 397 | 0.138
clock inverters | 888 | 1.12
## power by group through the flow
stage	Sequential, mW	Combinational, mW	Clock (mW)
final	1.70	0.167	1.36
after global routing	1.70	0.175	1.43
after CTS	1.70	0.166	1.37
## logic make-up after synthesis
logic type             after synthesis  share of synthesized area, %
DFF                              16400                          77.5
muxes                             5170                          15.5
and+or+nand+nor                   3778                          2.49
AOI/OAI and AO/OA                 2518                          2.73
buffers and inverters             1965                          1.76
No activity file was given, so power comes from the tool's default toggle rates.
